File: config.mk
export PLATFORM = sky130hd
export DESIGN_NAME = RIM
export DESIGN_NICKNAME = RIM
export VERILOG_FILES = /design/flow/design.v
export SDC_FILE = /design/flow/constraint.sdc
export NUM_CORES = 4
export LEC_CHECK = 1
export CORE_UTILIZATION = 50
File: constraint.sdc
current_design RIM

set clk_period 7.0
set clk_io_pct 0.2

create_clock -name clk0 -period $clk_period [get_ports {clk}]

set non_clock_inputs [all_inputs -no_clocks]
set_input_delay [expr $clk_period * $clk_io_pct] -clock clk0 $non_clock_inputs
set_output_delay [expr $clk_period * $clk_io_pct] -clock clk0 [all_outputs]
File: design.v
`timescale 1ns / 1ps
module RIM(
    output reg out_valid,
    output reg [2:0]out_row,
    output reg [2:0]out_col,
    input [7:0]maze,
    input clk,
    input rst_n,
    input in_valid
);
    parameter[1:0] IDLE = 0, SEARCH = 1, DONE = 2;
    integer in_count, out_count, i;
    reg [7:0] store_maze [0:7];
    reg[1:0]Q, Q_NEXT;
    reg [2:0] now_row, now_col;
    reg [2:0] store_fold_row [0:8];
    reg [2:0] store_fold_col [0:8];
    reg [2:0] store_ans_row [0:14];
    reg [2:0] store_ans_col [0:14];
    reg back_flag;
    reg [3:0] count_fold;
    reg [3:0] count_ans;
    always @(posedge clk or negedge rst_n) begin
        if (!rst_n)
            Q <= IDLE;   
        else
            Q <= Q_NEXT;
    end
    always@(*)begin
        case(Q)
            IDLE:
                if(!in_valid & in_count>7) Q_NEXT = SEARCH;
                else Q_NEXT = IDLE;
            SEARCH:
                if (!(now_row==7 & now_col==0)) Q_NEXT = SEARCH;
                else Q_NEXT = DONE;
            DONE:
                if (out_count<14) Q_NEXT = DONE;
                else Q_NEXT = IDLE;
            default:
                Q_NEXT = IDLE;
        endcase
    end
    always@(posedge clk or negedge rst_n)begin
        if (!rst_n) begin
            in_count <= 0;
            out_row <= 0;
            out_col <= 0;
            out_count <= 0;
            back_flag <= 0;
            now_col <= 7;
            now_row <= 0;
            out_valid <= 0;
            count_fold <= 0;
            count_ans <= 0;
        end
        else begin
            case(Q)
                IDLE: begin 
                    in_count <= 0;
                    out_row <= 0;
                    out_col <= 0;
                    out_count <= 0;
                    back_flag <= 0;
                    now_col <= 7;
                    now_row <= 0;
                    out_valid <= 0;
                    count_fold <= 0;
                    count_ans <= 0;
                    if (!rst_n) begin
                        in_count <= 0;
                    end
                    else begin
                        if (in_valid)begin
                            store_maze[in_count] <= maze;
                            in_count <= in_count + 1;
                        end
                        else in_count <= 0;
                    end
                end
                SEARCH: begin
                    store_ans_row[count_ans] <= now_row;
                    store_ans_col[count_ans] <= now_col;
                    if (!back_flag) begin
                        if ((now_row + 1 < 8) & (store_maze[now_row + 1][now_col])) begin 
                            now_row <= now_row + 1;
                        end
                        else if ((now_col - 1 >= 0) & (store_maze[now_row][now_col - 1])) begin
                            now_col <= now_col - 1;
                        end
                        else begin
                            back_flag <= 1;
                            if (count_fold > 0)begin
                                now_row <= store_fold_row[count_fold - 1];
                                now_col <= store_fold_col[count_fold - 1];
                                count_fold <= count_fold - 1;
                            end
                        end
                        if (now_row<8 & now_col>0 & store_maze[now_row+1][now_col] & store_maze[now_row][now_col-1])begin
                            store_fold_row[count_fold] <= now_row;
                            store_fold_col[count_fold] <= now_col;
                            count_fold <= count_fold + 1;
                        end
                    end
                    else begin
                        if ((now_col - 1 >= 0) & (store_maze[now_row][now_col - 1])) begin
                            now_col <= now_col - 1;
                            back_flag <= 0;
                        end
                    end
                    if (back_flag) begin
                        count_ans <= count_ans - (store_ans_row[count_ans - 1] - now_row) - (now_col - store_ans_col[count_ans - 1]);
                    end
                    else count_ans <= count_ans + 1;
                end
                DONE: begin
                    out_valid <= 1;
                    out_row <= store_ans_row[out_count];
                    out_col <= store_ans_col[out_count];
                    out_count <= out_count + 1; 
                end
            endcase
        end
    end
endmodule
File: run.sh
#!/bin/bash
# OpenROAD 26Q1-2900-gdf79404cd8, Yosys 0.63+post, stock flow scripts
make -C /OpenROAD-flow-scripts/flow DESIGN_CONFIG=/design/flow/config.mk WORK_HOME=/design/flow/orfs finish
==> results.txt <==
fresh numbers from the pnr run: crit-path most repeated cell fa_1, cts hold-fix bufs 0, WP data required 7360 ps, clk root buf clkbuf_16, fin area 16520 sq um, TNS Setup 0 ps, most common logic cells in the final layout edfxtp_1 (208), nand2_1 (144), o21ai_0 (92), dfrtp_1 (85), nand3_1 (72), WP buf/inv 3, initial antenna violation count 0, Yosys Instances 1311, IO Pins 18, Avg WL per Cell 22.59 um, maximum buffer depth of the clock tree 3, Vias/cell 6.340, routing usage on met3 0.1110, Tool Warnings 48, number of global-route vias before repair 10640, setup repair after global routing missed its margin false, Worst-Margin Slew 990.2 ps, share of layout cells above drive strength 1 0.08452, Final Max Tran Viols 0, Worst Path Arrival 5700 ps, pwr dens 294.9 nW/um^2, GRT overflow 0, CTS Sinks 297, final hold violation count 0, largest net degree at the start of global routing 53, startpoint types register, core area 29010 sq um, Resized cells post-CTS 0, clk latency late pin 510 ps, GP Congestion 0.9676, Yosys Chip Area 14880 sq um, met2 Usage GRT 0.3835, clk slew on worst S/H paths 60 ps, cts bufs inserted 34, aggregate global-route resource usage 0.2809, clock skew 15.41 ps, worst hold path type reg2reg, YS warnings 6, non-filler instance count after layout 1721, fa+ha+maj area frac 0.03985, global route hottest layer met1, critical path peak fanout 20, status complete, no violations, Main synth FF type edfxtp_1, kind of critical path reg2reg, simple share 0.1391, Crit path largest cell delay 560 ps, Die Span Y 174.5 um, area delta synth->final 11.02%, Fillers 2460, Peak VDD IR 0.2068 mV, CTS tree yes, Design Power 4872 uW, FMAX 187.3 MHz, leakage 0.006078 uW, Avg Cell Area, Syn 11.35 sq um, total die size 30460 sq um, Crit-path slowest cell fa_1, AND-OR/OR-AND Cells, Area Fraction 0.1837, Critical Path Sink Type register, DP Wirelength 25.63 mm, Post-synth EDFFs 208, post-synthesis sequential area ratio 0.5697, Final Cycle Share 0.7626, Post-Syn Area 14880 sq um, Post-CTS Setup Inserts 0, setup violators final 0, placed cells 1661, Commonest Layout Cell edfxtp_1, Routed Antenna Nets 0, Slew HR 0.3343, Async S/R FF share, synth 0.2997, met1 Usage GRT 0.4670, total wire length 38.88 mm, Synth mux share 0.02909, cell count after synthesis 1311, cell family with most CP delay adder cells, placed cell area 15430 sq um, die span in x 174.5 um, Max-cap violations 0, Initial Utilization 0.5129, row count 62, DRT iter0 DRCs 1227, synthesized flop and latch total 297, Distinct lib cells used 80, Clock H-tree levels 2, # DRC 0, TritonRoute pass-1 iters 9, first-pass GRT wire length 61.36 mm, port bufs 17, XOR-XNOR Cells, Area Fraction 0.006474, worst-path cell chain inv_1, ha_1, a22o_1, a221oi_1, o22ai_1, a311oi_1, a31oi_1, fa_1, inv_1, fa_1, fa_1, ha_1, inv_1, fa_1, xnor2_1, xnor2_1, a21oi_1, xnor2_1, nand2_1, o21ai_0, vias after detailed routing 10910, Util after Layout 0.5695, comb area leader AND-OR/OR-AND gates, fin crit period 5338 ps, Antenna Cells 0
-- worst reg2reg max path, stage by stage (launching register included) --
cell and delay, ps:
dfrtp_1 470, inv_1 150, ha_1 490, a22o_1 360
a221oi_1 330, o22ai_1 130, a311oi_1 320, a31oi_1 210
fa_1 400, inv_1 70, fa_1 440, fa_1 560
ha_1 140, inv_1 50, fa_1 370, xnor2_1 190
xnor2_1 130, a21oi_1 90, xnor2_1 150, nand2_1 70
o21ai_0 70
-- registers in the layout, summed over array words and instances, names as in the netlist --
name	cells
out_col	3
now_col	3
store_fold_row	27
store_ans_row	45
back_flag	1
out_count	32
out_valid	1
count_fold	4
Q	3
store_maze	64
out_row	3
store_ans_col	45
store_fold_col	27
in_count	32
now_row	3
count_ans	4
-- report_power, final --
| part | switching [uW] | internal, uW |
|---|---|---|
| Sequential | 33.7 | 1890 |
| Clock | 693 | 1050 |
| Combinational | 685 | 514 |
-- synthesized netlist by cell type, types with 9 or more instances --
| library cell | count | area, sq um |
|---|---|---|
| mux2_2 | 14 | 157.7 |
| nor2_1 | 52 | 195.2 |
| a22o_1 | 33 | 289.0 |
| a221oi_1 | 21 | 183.9 |
| a31oi_1 | 16 | 100.1 |
| o211ai_1 | 12 | 90.09 |
| fa_1 | 9 | 180.2 |
| nor4_1 | 20 | 125.1 |
| nor2b_1 | 10 | 62.56 |
| nand2_1 | 144 | 540.5 |
| mux2i_1 | 23 | 230.2 |
| o31ai_1 | 21 | 157.7 |
| a21oi_1 | 38 | 190.2 |
| nand4_1 | 15 | 93.84 |
| ha_1 | 33 | 412.9 |
| nor3_1 | 27 | 135.1 |
| nand3_1 | 72 | 360.4 |
| and2_1 | 24 | 150.1 |
| o22ai_1 | 11 | 68.82 |
| inv_1 | 38 | 142.6 |
| a22oi_1 | 48 | 360.4 |
| dfrtp_1 | 85 | 2127 |
| a222oi_1 | 27 | 270.3 |
| o21ai_0 | 92 | 460.4 |
| edfxtp_1 | 208 | 6246 |
| and3_1 | 29 | 181.4 |
| clkbuf_1 | 69 | 259.0 |
-- stage by stage --
stage / setup WS, ps / hold WS, ps
after global routing: 1316 / 516.8
after CTS: 1708 / 474.6
after floorplan: 2091 / 425.7
final: 1662 / 468.4
after detailed placement: 1789 / 467.2
after global placement: 1871 / 459.0
-- area by class of cell --
cell class | instances | area (sq um) | area share
Multi-Input combinational cell | 892 | 5926 | 0.3587
Sequential cell | 297 | 8478 | 0.5131
Clock buffer | 46 | 937.1 | 0.05672
Timing Repair Buffer | 47 | 392.9 | 0.02378
Clock inverter | 14 | 153.9 | 0.009315
Tap cell | 384 | 480.5 | 0.02908
Inverter | 41 | 153.9 | 0.009315
-- metal layers --
metal  vias up  wire length [um]
met2       467             17020
li1       5104                 -
met3        63              3828
met5         -                 0
met4         0               863
met1      5277             17170
-- cell families (layout without fill, tap and decap cells) --
group,after synthesis,in the layout
buffers and inverters,122,148
flip-flops,297,297
adder cells (fa/ha/maj),42,42
multiplexers,39,39
XOR/XNOR,11,11
AND-OR/OR-AND,379,379
AND/OR/NAND/NOR,421,421
-- worst paths after layout --
| check | slack (ps) | cells after the start | start | endpoint |
|---|---|---|---|---|
| max in group asynchronous | 4970 | 2 | rst_n | Q[1]$_DFF_PN0_ |
| hold reg to reg | 470 | 1 | out_count[31]$_DFFE_PN0P_ | out_count[31]$_DFFE_PN0P_ |
| setup reg to reg | 1660 | 20 | count_ans[1]$_DFFE_PN0N_ | count_ans[3]$_DFFE_PN0N_ |
| min in group asynchronous | 890 | 1 | rst_n | out_col[1]$_DFFE_PN0P_ |
| hold / removal | 470 | 1 | out_count[31]$_DFFE_PN0P_ | out_count[31]$_DFFE_PN0P_ |
| setup / recovery | 1660 | 20 | count_ans[1]$_DFFE_PN0N_ | count_ans[3]$_DFFE_PN0N_ |
Power figures rest on the tool's default switching activity, not on a simulated workload.
